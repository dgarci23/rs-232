==> ./run.sh <==
#!/bin/bash
# OpenROAD 26Q1-2900-gdf79404cd8, Yosys 0.63+post, stock flow scripts
make -C /OpenROAD-flow-scripts/flow DESIGN_CONFIG=/design/flow/config.mk WORK_HOME=/design/flow/orfs finish
==> ./config.mk <==
export PLATFORM = sky130hd
export DESIGN_NAME = top_rs232
export DESIGN_NICKNAME = top_rs232
export VERILOG_FILES = /design/flow/design.v
export SDC_FILE = /design/flow/constraint.sdc
export NUM_CORES = 4
export LEC_CHECK = 1
export CORE_UTILIZATION = 30
==> ./constraint.sdc <==
current_design top_rs232

set clk_period 6.0
set clk_io_pct 0.2

create_clock -name clk0 -period $clk_period [get_ports {CLOCK_50}]

set non_clock_inputs [all_inputs -no_clocks]
set_input_delay [expr $clk_period * $clk_io_pct] -clock clk0 $non_clock_inputs
set_output_delay [expr $clk_period * $clk_io_pct] -clock clk0 [all_outputs]
==> ./design.v <==
module FIFO
	#(
		parameter SIZE = 16,
		parameter WORD_LEN = 8
	)
	(
		input										clk,
		input										rst,
		input			[WORD_LEN-1:0]			in,
		input										we,
		input										re,
		output reg	[WORD_LEN-1:0]			out,
		output 									empty
	);
	reg [WORD_LEN-1:0] data [SIZE-1:0];
	reg [$clog2(SIZE)-1:0] rpointer, wpointer;
	initial rpointer = 0;
	initial wpointer = 0;
	assign empty = (rpointer == wpointer);
	always @(posedge clk)
		begin
			if (rst)
			begin
				rpointer <= 0;
				wpointer <= 0;
			end
			else
			begin
				if (we)
				begin
					data[wpointer] <= in;
					wpointer <= wpointer + 1;
				end
				if (re)
				begin
					out <= data[rpointer];
					rpointer <= rpointer + 1;
				end
			end
		end
endmodule
module controller
	#(
		parameter CLKS_PER_BIT = 5208,
		parameter FIFO_RX_SIZE = 16,
		parameter FIFO_TX_SIZE = 16
	)
	(
		input							clk,
		output 						UART_TXD,
		input							UART_RXD,
		input							RE,
		input							WE,
		input			[7:0]			send_data,
		output		[7:0]			receive_data	
	);
	wire [7:0] rx_data, tx_data;
	wire tx_busy, tx_done, rx_done, tx_empty, rx_empty;
	assign tx_done = ~(tx_empty|tx_busy);
	rx_controller rx (
		.clk(clk),
		.UART_RXD(UART_RXD),
		.RX_DATA(rx_data),
		.RX_DONE(rx_done)
	);
	FIFO #(.SIZE(FIFO_RX_SIZE)) fifo_rx (
		.clk(clk),
		.rst(1'b0),
		.in(rx_data),
		.we(rx_done),
		.re(RE),
		.out(receive_data),
		.empty()
	);
	FIFO #(.SIZE(FIFO_TX_SIZE)) fifo_tx (
		.clk(clk),
		.rst(1'b0),
		.in(send_data),
		.we(WE),
		.re(tx_done),
		.out(tx_data),
		.empty(tx_empty),
	);
	tx_controller tx (
		.clk(clk),
		.TX_SEND(tx_done),
		.UART_TXD(UART_TXD),
		.TX_DATA(tx_data),
		.TX_DONE(),
		.TX_BUSY(tx_busy)
	);
endmodule
module debouncer 
	#(parameter SIZE = 1)
	(
		input 						clk,
		input 		[SIZE-1:0]	in,
		output reg 	[SIZE-1:0]	out
	);
	reg [19:0] count;
	always @(posedge clk)
		count <= count + 1'b1;
	always @(posedge count[19])
		out <= in;
endmodule
module edge_detector 
	#(parameter SIZE = 1)
	(
		input 					clk,
		input 	[SIZE-1:0]	in,
		output 	[SIZE-1:0]	out
   );
   reg [2*SIZE-1:0] q;
   always @(posedge clk) begin
      q[2*SIZE-1:SIZE] <= in;
      q[SIZE-1:0] <= q[2*SIZE-1:SIZE];
   end
   assign out = q[2*SIZE-1:SIZE] & ~q[SIZE-1:0];
endmodule
module rx_controller 
	#(
		parameter CLKS_PER_BIT = 5208
	)
	(
		input						clk,
		input						UART_RXD,
		output	reg [7:0] 	RX_DATA,
		output	reg 			RX_DONE
	);
	parameter IDLE         = 3'b000;
	parameter START = 3'b001;
	parameter DATA = 3'b010;
	parameter STOP 		 = 3'b011;
	parameter CLEANUP      = 3'b100;
	reg [2:0] state = 0;
	reg [15:0] counter = 0;
	reg [2:0]  index = 0;
	always @(posedge clk)
	begin
		case (state)
			IDLE:
				begin
					counter <= 0;
					index <= 0;
					RX_DONE <= 0;
					if (UART_RXD == 1'b0)
						state <= START;
					else
						state <= IDLE;
				end
			START:
				begin
					if (counter == CLKS_PER_BIT/2)
						begin
							if (UART_RXD == 1'b0)
								begin
									counter <= 0;
									state <= DATA;
								end
							else
								state <= IDLE;
						end
					else
						begin
							counter <= counter + 1;
							state <= START;
						end
				end
			DATA:
				begin
					if (counter < CLKS_PER_BIT - 1)
					begin
						counter <= counter + 1;
						state <= DATA;
					end
					else
					begin
						counter <= 0;
						RX_DATA[index] <= UART_RXD;
						if (index < 7)
						begin
							index <= index + 1;
							state <= DATA;
						end
						else
						begin
							index <= 0;
							state <= STOP;
						end
					end
				end
			STOP:
				begin
					if (counter < CLKS_PER_BIT - 1)
					begin
						counter <= counter + 1;
						state <= STOP;
					end
					else
					begin
						counter <= 0;
						state <= CLEANUP;
					end
				end
			CLEANUP:
				begin
					RX_DONE <= 1'b1;
					state <= IDLE;
				end
			default:
				state <= IDLE;
		endcase
	end			
endmodule
module top_rs232 
	(
		input				CLOCK_50,
		input				UART_RXD,
		input		[1:0]	KEY,
		input		[7:0]	SW,
		output	[7:0]	LEDR,
		output			UART_TXD
	);
	wire RE, WE, KEY_1_DB, KEY_0_DB;
	controller controller (
		.clk(CLOCK_50),
		.UART_RXD(UART_RXD),
		.UART_TXD(UART_TXD),
		.RE(RE),
		.WE(WE),
		.send_data(SW),
		.receive_data(LEDR)
	);
	debouncer #(.SIZE(2)) re_debouncer (
		.in({~KEY[1],~KEY[0]}),
		.out({KEY_1_DB, KEY_0_DB}),
		.clk(CLOCK_50)
	);
	edge_detector #(.SIZE(2)) re_edge (
		.in({KEY_1_DB, KEY_0_DB}),
		.out({WE, RE}),
		.clk(CLOCK_50)
	);
endmodule
module tx_controller 
	#(
		parameter CLKS_PER_BIT = 5208
	)
	(
		input		[7:0]		TX_DATA,
		input					TX_SEND,
		input					clk,
		output	reg		UART_TXD,
		output	reg		TX_DONE,
		output	reg		TX_BUSY
	);
	parameter IDLE         = 3'b000;
	parameter START = 3'b001;
	parameter DATA = 3'b010;
	parameter STOP 		 = 3'b011;
	parameter CLEANUP      = 3'b100;
	reg [2:0] state = 0;
	reg [15:0] counter = 0;
	reg [2:0]  index = 0;
	always @(posedge clk)
	begin
		case (state)
			IDLE:
				begin
					TX_DONE <= 1'b0;
					counter <= 0;
					index <= 0;
					TX_BUSY <= 0;
					if (TX_SEND == 1'b0)
					begin
						UART_TXD <= 1'b1;
						state <= IDLE;
					end
					else
					begin
						UART_TXD <= 1'b0;
						state <= START;
						TX_BUSY <= 1'b1;
					end
				end
			START:
				begin
					if (counter < CLKS_PER_BIT - 1)
						begin
							counter <= counter + 1;
							UART_TXD <= 1'b0;
							state <= START;
						end
					else
						begin
							counter <= 0;
							state <= DATA;
							index <= 0;
						end
				end
			DATA:
				begin
					UART_TXD <= TX_DATA[index];
					if (counter < CLKS_PER_BIT - 1)
					begin
						counter <= counter + 1;
						state <= DATA;
					end
					else
					begin
						if (index < 7)
						begin
							counter <= 0;
							state <= DATA;
							index <= index + 1;
						end
						else
						begin
							counter <= 0;
							state <= STOP;
							index <= 0;
						end
					end
				end
			STOP:
				begin
					UART_TXD <= 1'b1;
					if (counter < CLKS_PER_BIT - 1)
					begin
						counter <= counter + 1;
						state <= STOP;
					end
					else
					begin
						counter <= 0;
						state <= CLEANUP;
					end
				end
			CLEANUP:
				begin
					TX_DONE <= 1'b1;
					state <= IDLE;
				end
			default:
				begin
					state <= IDLE;
				end
		endcase
	end	
endmodule
==> reports/summary.txt <==
result of the run = completed
clock tree from TritonCTS = done
number of antenna violations at the first check in global routing = 0
count of unclocked register or latch pins = 2
clock skew after layout = 0.0211 ns
slew margin rel. = 0.459
Final GP Congestion = 0.804
source-to-sink clock delay at the later pin of the worst-skew pair = 0.54 ns
vias in the first global route = 7,743
Layout area overhead = 14.3%
DRC marker count from the first detailed-route iteration = 331
yosys synthesis warning count = 5
Post-synth EDFFs = 337
Worst path top cell family by delay = buffers and inverters
Die Outline Area = 51,800 µm²
delay of the slowest critical-path stage = 0.51 ns
FILL cells = 4,595
TritonCTS Buffers = 39
Critical Path Start Type = register
overall via count from detail_route = 7,476
arrival time reported for the critical path endpoint = 1.39 ns
number of cells in the yosys synthesis report = 871
Net Sw Frac = 0.236
hold_ws = 0.334 ns
achievable frequency = 386 MHz
worst slew pin tran = 0.809 ns
RSZ-0062 raised after global routing = no
number of endpoints failing setup at the final stage = 0
maximum fanout count along the critical path = 1
Gate power share = 0.129
area taken by flip-flops and latches = 10,800 µm²
wire length of the first global-routing pass = 43.0 mm
Antenna Diode Count = 0
power density of the placed cells = 349 nW/µm²
Net Switching = 1440 µW
ports placed on the boundary = 21
Comb gate area = 4230 µm²
CTS HTree Levels = 2
post-cts gate resize count = 0
via-per-instance ratio = 4.63
Syn Area/Cell = 17.5 µm²
post-route minimum period = 2.59 ns
cell-by-cell listing of the critical path = clkdlybuf4s50_1
Row Count = 82
routed len/inst = 16.9 µm
buffers added on ports = 20
clock power share = 0.378
number of setup buffers added after CTS = 0
Reg clk slew, reported paths = 0.06 ns
cell area after synthesis = 15,300 µm²
WL final = 27.3 mm
HPWL after detailed placement = 16.4 mm
maximum buffer depth of the clock tree = 3
dpl ws = 3.48 ns
flop and latch count out of synthesis = 369
Netlist cell types = 54
proportion of register bits with asynchronous set or reset after synthesis = 0
final setup margin = 3.41 ns
leftover overflow at the end of global routing = 0
number of instances in the synthesized netlist = 871
worst ir drop on vdd = 0.198 mV
proportion of power drawn by flip-flops and latches = 0.493
Setup crit end kind = output port
Post-synth top flop = sky130_fd_sc_hd__edfxtp_1
master cell of the clock root buffer = sky130_fd_sc_hd__clkbuf_16
area share of the largest cell type after synthesis = 0.663
antenna-violating nets left = 0
Pwr Total = 6080 µW
area of the placeable core = 50,200 µm²
All-Layer GR Usage = 0.116
endpoints left unconstrained = 4
pins over their slew limit = 0
Critical-path top delay cell = sky130_fd_sc_hd__clkdlybuf4s50_1
Post-synth area hogs = sky130_fd_sc_hd__edfxtp_1 (66%), sky130_fd_sc_hd__mux4_2 (6.2%), sky130_fd_sc_hd__mux4_1 (5.5%), sky130_fd_sc_hd__dfxtp_1 (4.2%), sky130_fd_sc_hd__xnor2_1 (1.9%)
share of the yosys chip area belonging to registers = 0.705
fraction of final layout cells with drive strength greater than 1 = 0.121
pin count of the biggest net entering global routing = 37
final cell utilization of the core = 0.348
fin crit share = 0.432
type of the tightest min-delay check = reg2reg
die y size = 228 µm
final hold viol count = 0
chip width = 228 µm
number of max-cap violations = 0
biggest area consumer among synthesized cells = sky130_fd_sc_hd__edfxtp_1
internal power contribution = 4650 µW
required time of the critical path = 4.80 ns
yosys-reported design area after synthesis = 15,300 µm²
first-pass iteration count of the detailed router = 6
hold buffers post-CTS = 0
reported leakage power = 0.00522 µW
number of buffer and inverter instances along the worst setup path = 1
total negative setup slack = 0 ns
residual DRC count = 0
initial cell density of the core = 0.304
type of the setup path with the least slack = reg2out
tally of OpenROAD warnings = 35
[cell families (layout without fill, tap and decap cells)]
logic type | Yosys count | after routing | share of synthesized area
flops | 369 | 369 | 0.705
simple gates | 210 | 210 | 0.0732
mux | 88 | 88 | 0.127
compound gates | 75 | 75 | 0.0309
buf+inv | 57 | 125 | 0.0182
xor+xnor | 52 | 52 | 0.0299
fa+ha+maj | 19 | 19 | 0.0156
other cells | 1 | 3 | 0.000246
[per-layer routing]
| layer | up-vias | GRT usage | wire [µm] |
|---|---|---|---|
| li1 | 3536 | - | - |
| met1 | 3627 | 0.157 | 11300 |
| met2 | 270 | 0.172 | 12400 |
| met3 | 41 | 0.0651 | 2970 |
| met4 | 2 | 0.0214 | 578 |
| met5 | - | 0.00664 | 53 |
[cells in the mapped netlist (14+ instances only)]
library cell and count:
sky130_fd_sc_hd__a21oi_1 30, sky130_fd_sc_hd__and2_1 31, sky130_fd_sc_hd__dfxtp_1 32, sky130_fd_sc_hd__edfxtp_1 337, sky130_fd_sc_hd__ha_1 19, sky130_fd_sc_hd__inv_1 23, sky130_fd_sc_hd__mux4_1 32, sky130_fd_sc_hd__mux4_2 42
sky130_fd_sc_hd__nand2_1 35, sky130_fd_sc_hd__nand3_1 28, sky130_fd_sc_hd__nand4_1 14, sky130_fd_sc_hd__nor2_1 43, sky130_fd_sc_hd__xnor2_1 33, sky130_fd_sc_hd__xor2_1 19
[registers in the layout, indices dropped and copies added, names as in the netlist, 4 cells and up]
signal                       flops
controller.fifo_rx.data        128
controller.fifo_tx.data        128
re_debouncer.count              20
controller.rx.counter           16
controller.tx.counter           16
controller.fifo_rx.out           8
controller.fifo_tx.out           8
controller.rx.RX_DATA            8
controller.fifo_rx.rpointer      4
controller.fifo_rx.wpointer      4
controller.fifo_tx.rpointer      4
controller.fifo_tx.wpointer      4
re_edge.q                        4
[per-stage QoR]
stage                     area, µm²  cells
after global placement        16200   1543
after floorplan               15300    873
after global routing          17400   1613
after CTS                     17400   1613
final                         17400   1613
after detailed placement      16200   1543
[placed cells by master (no fill, tap or decap), drive strengths merged, types with 3 or more instances in the layout]
master,count
nand2,35
nor2b,10
edfxtp,337
mux2i,8
nand4,14
a21oi,30
buf,12
and2,31
nand3,28
conb,3
o211ai,3
o21a,3
nand3b,3
a211oi,10
o21ai,12
and4,3
inv,24
mux2,6
clkinv,17
a22oi,4
or3,5
xnor2,33
clkinvlp,3
mux4,74
clkbuf,46
nor3,7
nor2,43
xor2,19
bufinv,3
and3,9
nor4,7
dfxtp,32
clkdlybuf4s50,20
ha,19
nor3b,3
[power groups by stage]
stage,Combinational [µW],Sequential (µW),Clock (µW)
CTS,801,3000,2370
global route,874,3010,2450
finish,784,3000,2300
[worst paths after layout]
check	start	to	slack [ns]	cells past startpoint
setup / recovery	controller.fifo_rx.out[0]$_DFFE_PP_	LEDR[0]	3.41	1
hold / removal	re_edge.q[2]$_DFF_P_	re_edge.q[0]$_DFF_P_	0.33	0
setup reg to reg	controller.rx.counter[0]$_DFFE_PP_	controller.rx.RX_DATA[4]$_DFFE_PP_	3.66	5
hold reg to reg	re_edge.q[2]$_DFF_P_	re_edge.q[0]$_DFF_P_	0.33	0
[final cells by class]
class | count | area share
Tap cell | 672 | 0.0482
Inverter | 23 | 0.00495
Sequential cell | 369 | 0.617
Timing Repair Buffer | 32 | 0.0166
Clock inverter | 24 | 0.0121
Multi-Input combinational cell | 447 | 0.242
Clock buffer | 46 | 0.0587
Power is estimated from default activity; no workload was simulated.
